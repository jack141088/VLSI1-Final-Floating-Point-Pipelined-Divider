### flow/run.sh
#!/bin/bash
# OpenROAD 26Q1-2900-gdf79404cd8, Yosys 0.63+post, stock flow scripts
make -C /OpenROAD-flow-scripts/flow DESIGN_CONFIG=/design/flow/config.mk WORK_HOME=/design/flow/orfs finish
### flow/config.mk
export PLATFORM = sky130hd
export DESIGN_NAME = COMP
export DESIGN_NICKNAME = COMP
export VERILOG_FILES = /design/flow/design.v
export SDC_FILE = /design/flow/constraint.sdc
export NUM_CORES = 4
export LEC_CHECK = 1
export CORE_AREA = 10 10 80 80
export DIE_AREA = 0 0 90 90
### flow/constraint.sdc
current_design COMP

set clk_period 3.9
set clk_io_pct 0.2

create_clock -name clk0 -period $clk_period

set non_clock_inputs [all_inputs -no_clocks]
set_input_delay [expr $clk_period * $clk_io_pct] -clock clk0 $non_clock_inputs
set_output_delay [expr $clk_period * $clk_io_pct] -clock clk0 [all_outputs]
### flow/design.v
module COMP(
    input   [22:0]  A,
    input   [22:0]  B,
    output  [1:0]   C);
    wire    [1:0]   temp_C[44:0];
    COMP_UNIT   unit0(A[22], B[22], 2'b0, temp_C[0]);
    COMP_UNIT   unit1(A[21], B[21], 2'b0, temp_C[1]);
    COMP_UNIT   unit2(A[20], B[20], 2'b0, temp_C[2]);
    COMP_UNIT   unit3(A[19], B[19], 2'b0, temp_C[3]);
    COMP_UNIT   unit4(A[18], B[18], 2'b0, temp_C[4]);
    COMP_UNIT   unit5(A[17], B[17], 2'b0, temp_C[5]);
    COMP_UNIT   unit6(A[16], B[16], 2'b0, temp_C[6]);
    COMP_UNIT   unit7(A[15], B[15], 2'b0, temp_C[7]);
    COMP_UNIT   unit8(A[14], B[14], 2'b0, temp_C[8]);
    COMP_UNIT   unit9(A[13], B[13], 2'b0, temp_C[9]);
    COMP_UNIT   unit10(A[12], B[12], 2'b0, temp_C[10]);
    COMP_UNIT   unit11(A[11], B[11], 2'b0, temp_C[11]);
    COMP_UNIT   unit12(A[10], B[10], 2'b0, temp_C[12]);
    COMP_UNIT   unit13(A[9], B[9], 2'b0, temp_C[13]);
    COMP_UNIT   unit14(A[8], B[8], 2'b0, temp_C[14]);
    COMP_UNIT   unit15(A[7], B[7], 2'b0, temp_C[15]);
    COMP_UNIT   unit16(A[6], B[6], 2'b0, temp_C[16]);
    COMP_UNIT   unit17(A[5], B[5], 2'b0, temp_C[17]);
    COMP_UNIT   unit18(A[4], B[4], 2'b0, temp_C[18]);
    COMP_UNIT   unit19(A[3], B[3], 2'b0, temp_C[19]);
    COMP_UNIT   unit20(A[2], B[2], 2'b0, temp_C[20]);
    COMP_UNIT   unit21(A[1], B[1], 2'b0, temp_C[21]);
    COMP_UNIT   unit22(A[0], B[0], 2'b0, temp_C[22]);
    COMP_UNIT   unit23(temp_C[1][1], temp_C[1][0], temp_C[0], temp_C[23]);
    COMP_UNIT   unit24(temp_C[3][1], temp_C[3][0], temp_C[2], temp_C[24]);
    COMP_UNIT   unit25(temp_C[5][1], temp_C[5][0], temp_C[4], temp_C[25]);
    COMP_UNIT   unit26(temp_C[7][1], temp_C[7][0], temp_C[6], temp_C[26]);
    COMP_UNIT   unit27(temp_C[9][1], temp_C[9][0], temp_C[8], temp_C[27]);
    COMP_UNIT   unit28(temp_C[11][1], temp_C[11][0], temp_C[10], temp_C[28]);
    COMP_UNIT   unit29(temp_C[13][1], temp_C[13][0], temp_C[12], temp_C[29]);
    COMP_UNIT   unit30(temp_C[15][1], temp_C[15][0], temp_C[14], temp_C[30]);
    COMP_UNIT   unit31(temp_C[17][1], temp_C[17][0], temp_C[16], temp_C[31]);
    COMP_UNIT   unit32(temp_C[19][1], temp_C[19][0], temp_C[18], temp_C[32]);
    COMP_UNIT   unit33(temp_C[21][1], temp_C[21][0], temp_C[20], temp_C[33]);
    COMP_UNIT   unit34(temp_C[24][1], temp_C[24][0], temp_C[23], temp_C[34]);
    COMP_UNIT   unit35(temp_C[26][1], temp_C[26][0], temp_C[25], temp_C[35]);
    COMP_UNIT   unit36(temp_C[28][1], temp_C[28][0], temp_C[27], temp_C[36]);
    COMP_UNIT   unit37(temp_C[30][1], temp_C[30][0], temp_C[29], temp_C[37]);
    COMP_UNIT   unit38(temp_C[32][1], temp_C[32][0], temp_C[31], temp_C[38]);
    COMP_UNIT   unit39(temp_C[22][1], temp_C[22][0], temp_C[33], temp_C[39]);
    COMP_UNIT   unit40(temp_C[35][1], temp_C[35][0], temp_C[34], temp_C[40]);
    COMP_UNIT   unit41(temp_C[37][1], temp_C[37][0], temp_C[36], temp_C[41]);
    COMP_UNIT   unit42(temp_C[39][1], temp_C[39][0], temp_C[38], temp_C[42]);
    COMP_UNIT   unit43(temp_C[41][1], temp_C[41][0], temp_C[40], temp_C[43]);
    COMP_UNIT   unit44(temp_C[42][1], temp_C[42][0], temp_C[43], temp_C[44]);
    assign  C = temp_C[44];
endmodule
module COMP_UNIT(
    input           A,
    input           B,
    input   [1:0]   C,
    output  [1:0]   C_next);
    assign  C_next[1] = C[1] | (~C[0] & A & ~B);
    assign  C_next[0] = C[0] | (~C[1] & ~A & B);
endmodule
==> impl_metrics.xml <==
<?xml version="1.0" encoding="UTF-8"?>
<metrics>
  <group name="global_routing">
    <metric name="number_of_antenna_violations_at_the_first_check_in_global_routing" unit="">0</metric>
    <metric name="grt_first_pass_wirelength" unit="mm">3.30</metric>
    <metric name="maximum_number_of_pins_on_one_net_before_global_route_repair" unit="">5</metric>
    <metric name="vias_in_the_first_global_route" unit="">767</metric>
    <metric name="groute.usage.overall" unit="%">4.80</metric>
    <metric name="grt_overflow_total" unit="">0</metric>
  </group>
  <group name="setup_path">
    <metric name="critPathArrivalTime" unit="ns">3.00</metric>
    <metric name="crit_path_end_kind" unit="">output pin</metric>
    <metric name="cp-start-kind" unit="">primary input</metric>
    <metric name="critPathKind" unit="">in -&gt; out</metric>
    <metric name="critPathRequiredTime" unit="ns">3.12</metric>
    <metric name="worstPathMaxFanout" unit="">2</metric>
  </group>
  <group name="hold_path">
    <metric name="worst_hold_path_type" unit="">in -&gt; out</metric>
    <metric name="timing.hold.worst_path_depth" unit="">5</metric>
    <metric name="timing.hold.worst.start" unit="">B[4]</metric>
    <metric name="worst_hold_path.endpoint" unit="">C[1]</metric>
  </group>
  <group name="final_layout">
    <metric name="seq_cells" unit="">0</metric>
    <metric name="nFillCells" unit="">519</metric>
    <metric name="drive_above_1_share" unit="%">9.85</metric>
    <metric name="n_clock_buffer" unit="">0</metric>
    <metric name="sequential_cell_area" unit="um^2">0</metric>
    <metric name="fin_area" unit="um^2">1160</metric>
    <metric name="area.growth.synth_to_final" unit="%">98.1</metric>
  </group>
  <group name="logic_synthesis">
    <metric name="netlist_area" unit="um^2">588</metric>
    <metric name="ys_sh_mux" unit="%">0</metric>
    <metric name="yosys_warnings" unit="">1</metric>
    <metric name="synthSimpleGateAreaFrac" unit="%">37.4</metric>
    <metric name="synthesis.area_per_instance" unit="um^2">7.00</metric>
    <metric name="synth-compound-area-share" unit="%">29.6</metric>
    <metric name="yosys.area_share.xor_xnor" unit="%">0</metric>
    <metric name="synthDistinctLibCells" unit="">24</metric>
    <metric name="fa_ha_area_share" unit="%">25.3</metric>
    <metric name="ys_cells" unit="">84</metric>
    <metric name="synth.yosys.chip_area" unit="um^2">588</metric>
    <metric name="seq_area_frac_synth" unit="%">0</metric>
    <metric name="cells_after_synth" unit="">84</metric>
    <metric name="logic_family" unit="">simple AND/OR/NAND/NOR gates</metric>
  </group>
  <group name="route">
    <metric name="route.detailed.wl_per_inst" unit="um">10.2</metric>
    <metric name="initialDrtViolationCount" unit="">11</metric>
    <metric name="dr.pass1.iters" unit="">4</metric>
    <metric name="total_wirelength_of_the_detailed_routed_design" unit="mm">2.03</metric>
    <metric name="detailroute.via_count" unit="">723</metric>
    <metric name="n_antenna_cell" unit="">0</metric>
    <metric name="post_drt_via_cell_ratio" unit="">3.63</metric>
    <metric name="drc_errors" unit="">0</metric>
    <metric name="drt.antenna.violating_nets" unit="">0</metric>
  </group>
  <group name="die">
    <metric name="chipHeight" unit="um">90</metric>
    <metric name="chipArea" unit="um^2">8100</metric>
    <metric name="rows" unit="">25</metric>
    <metric name="core_region_area" unit="um^2">4720</metric>
    <metric name="dieWidth" unit="um">90</metric>
    <metric name="initCoreUtil" unit="%">12.5</metric>
    <metric name="top_level_ports" unit="">48</metric>
  </group>
  <group name="sta">
    <metric name="grt_setup_unrepaired" unit="">false</metric>
    <metric name="final_max_slew_violation_count" unit="">0</metric>
    <metric name="clock.fmax" unit="MHz">265</metric>
    <metric name="timing.final.crit_period" unit="ns">3.78</metric>
    <metric name="setup-tns-final" unit="ns">0</metric>
    <metric name="timing_worst_slew_pin_value" unit="ns">0.537</metric>
    <metric name="post-route-period-util" unit="%">96.9</metric>
    <metric name="final_hold_viol_count" unit="">0</metric>
    <metric name="slew_headroom" unit="%">63.7</metric>
    <metric name="hold_slack" unit="ns">2.38</metric>
    <metric name="setup_violations" unit="">0</metric>
  </group>
  <group name="power_and_ir_drop">
    <metric name="power_share_of_the_sequential_group" unit="%">0</metric>
    <metric name="swShare" unit="%">33.9</metric>
    <metric name="ir_drop" unit="uV">35.8</metric>
    <metric name="clockPowerShare" unit="%">0</metric>
    <metric name="power" unit="uW">114</metric>
    <metric name="power_report.internal_total" unit="uW">75.1</metric>
    <metric name="power.density_cell_area" unit="nW/um^2">97.6</metric>
    <metric name="power.static_leakage" unit="uW">0.000423</metric>
    <metric name="power_frac_comb" unit="%">100.0</metric>
    <metric name="power.net_switching" unit="uW">38.6</metric>
  </group>
  <group name="cts">
    <metric name="cts_setup_buffers" unit="">0</metric>
    <metric name="ctsHoldBuffers" unit="">0</metric>
  </group>
  <group name="run">
    <metric name="log.warning_count" unit="">32</metric>
    <metric name="max_cap_violations" unit="">0</metric>
  </group>
  <group name="place">
    <metric name="dpl-instance-area" unit="um^2">1150</metric>
    <metric name="place_hpwl" unit="mm">1.97</metric>
    <metric name="gp_congestion" unit="">0.705</metric>
    <metric name="placement.io_buffers" unit="">48</metric>
  </group>
  <group name="outcome">
    <metric name="status" unit="">finished clean</metric>
  </group>
</metrics>
-- stage by stage --
step / cells / utilization [%] / setup slack [ns]
2_1_floorplan: 84 / - / 1.08
3_3_place_gp: 199 / 24.4 / 0.0459
3_5_place_dp: 199 / 24.4 / 0.0364
4_1_cts: 199 / 24.4 / 0.0259
5_1_grt: 199 / 24.7 / 0.00942
6_report: 199 / 24.7 / 0.121
-- layout by cell type (no fill, tap or decap), types with 3 or more instances in the layout --
cell / instances
sky130_fd_sc_hd__clkdlybuf4s50_1: 47
sky130_fd_sc_hd__o221ai_1: 4
sky130_fd_sc_hd__inv_1: 12
sky130_fd_sc_hd__o21ai_0: 3
sky130_fd_sc_hd__nand2_1: 4
sky130_fd_sc_hd__maj3_2: 7
sky130_fd_sc_hd__a21oi_1: 6
sky130_fd_sc_hd__maj3_1: 7
sky130_fd_sc_hd__nor2b_1: 8
sky130_fd_sc_hd__nor2_1: 4
sky130_fd_sc_hd__nand2b_1: 9
sky130_fd_sc_hd__o211ai_1: 4
-- logic make-up (layout without fill, tap and decap cells) --
group,Yosys count,after routing
AND/OR/NAND/NOR,35,35
AND-OR/OR-AND,23,23
adder cells (fa/ha/maj),14,14
buffers and inverters,12,60
-- power groups by stage --
| stage | registers (uW) | clock network [uW] | logic [uW] |
|---|---|---|---|
| after CTS | 0 | 0 | 115 |
| after global routing | 0 | 0 | 127 |
| final | 0 | 0 | 114 |
-- cell type report --
class                      count  area [um^2]  share of cell area (%)
inverter                      12         45.0                    3.87
multi-input combinational     72          553                    47.5
tap                           67         83.8                    7.20
timing repair buffer          48          483                    41.5
-- cell usage after synthesis, drive strengths merged --
library cell	instances	area, um^2
maj3	14	149
and2b	2	15.0
nor2	4	15.0
or2b	2	16.3
nand3b	2	15.0
o41ai	1	8.76
inv	12	45.0
nand2b	9	56.3
a2111oi	1	27.5
nand4	1	6.26
o211ai	4	30.0
nor2b	9	63.8
o221ai	4	35.0
o21ai	4	20.0
o21a	1	7.51
nor4b	1	8.76
nand2	4	15.0
a21oi	6	30.0
a21boi	2	15.0
or3b	1	8.76
-- worst max-delay path by stage --
stage,start,end,cells past startpoint
after CTS,A[11],C[1],8
after global routing,A[0],C[0],8
final,A[0],C[0],8
-- critical path, stage by stage --
cell	delay, ns
sky130_fd_sc_hd__clkdlybuf4s50_1	0.40
sky130_fd_sc_hd__nand2b_1	0.15
sky130_fd_sc_hd__maj3_2	0.31
sky130_fd_sc_hd__maj3_2	0.31
sky130_fd_sc_hd__maj3_2	0.31
sky130_fd_sc_hd__a21oi_1	0.15
sky130_fd_sc_hd__o21a_1	0.12
sky130_fd_sc_hd__clkdlybuf4s50_1	0.47
-- layer usage --
layer | vias up | part of all wire, % | GRT usage, %
met1 | 300 | 42 | 5.67
li1 | 400 | - | -
met5 | - | 0 | 0
met4 | 0 | 0 | 0
met2 | 23 | 49 | 8.60
met3 | 0 | 8.4 | 1.76
-- timing repair --
item / in CTS / in global routing
endpoints found under the setup margin: 0 / 2
hold endpoints to repair: 0 / 0
gates resized: 0 / 3
Power and IR drop assume default switching activity.
